### flow/config.mk
export PLATFORM = sky130hd
export DESIGN_NAME = zPWM
export DESIGN_NICKNAME = zPWM
export VERILOG_FILES = /design/flow/design.v
export SDC_FILE = /design/flow/constraint.sdc
export NUM_CORES = 4
export LEC_CHECK = 1
export CORE_AREA = 10 10 104 104
export DIE_AREA = 0 0 114 114
### flow/design.v
module zPWM 
#(
	parameter
		pWIDTH = 20,
		pPERIOD = 1000_000,
		pINC = 20
)
(
	input wire en,
	input wire clk, rst_n,
	input wire [pWIDTH-1:0] cyc_duty,
	output reg end_tick = 1'b0,
	output reg wave = 1'b0
);
	reg	[pWIDTH-1:0] cnt;
	always @(posedge clk or negedge rst_n)
	begin
		if (!rst_n)
			cnt <= {(pWIDTH){1'b0}};
		else if (en == 1'b1)
			if (cnt >= pPERIOD - pINC)
				cnt <= {(pWIDTH){1'b0}};
			else
				cnt <= cnt + pINC;
		else 
			cnt <= {(pWIDTH){1'b0}};
	end
	always @(posedge clk or negedge rst_n)
	begin
		if (!rst_n)
			wave <= 1'b0;
		else if (cnt >= cyc_duty)
			wave <= 1'b0;
		else
			wave <= 1'b1;
	end
	always @(posedge clk)
	begin
		if (cnt >= pPERIOD - pINC)
			end_tick <= 1'b1;
		else
			end_tick <= 1'b0;
	end
endmodule
### flow/run.sh
#!/bin/bash
# OpenROAD 26Q1-2900-gdf79404cd8, Yosys 0.63+post, stock flow scripts
make -C /OpenROAD-flow-scripts/flow DESIGN_CONFIG=/design/flow/config.mk WORK_HOME=/design/flow/orfs finish
### flow/constraint.sdc
current_design zPWM

set clk_period 3.5
set clk_io_pct 0.2

create_clock -name clk0 -period $clk_period [get_ports {clk}]

set non_clock_inputs [all_inputs -no_clocks]
set_input_delay [expr $clk_period * $clk_io_pct] -clock clk0 $non_clock_inputs
set_output_delay [expr $clk_period * $clk_io_pct] -clock clk0 [all_outputs]
==> out/qor.txt <==
status: complete, no violations
top cells by count: inv_1, ha_1, dfrtp_1
Core Area: 8680 um^2
register share of total power: 49.2%
crit end category: flip-flop
number of global-route vias before repair: 1205
clock buffers created by TritonCTS: 3
Synth top cell by count: inv_1
hold_buf cts: 0
layout overhead on the synthesized area: 28.6%
clock root buffer: clkbuf_8
OpenROAD warnings: 26
Gates resized, CTS repair: 0
Latency at later pin: 0.25 ns
DR WL/cell: 11.5 um
Design Area, Final: 1890 um^2
Cell area leaders: dfrtp_1, ha_1, inv_1
Crit path max-delay family: AND-OR/OR-AND gates
startpoint types: input pin
Comb power frac: 16.6%
CP max stage cell: clkdlybuf4s50_1
Worst VDD drop: 0.125 mV
via count: 1205
utilization of the core after routing: 21.7%
Worst Reg-to-Reg Cells: 5
Leak Pwr: 0.868 nW
simple share: 19.8%
GR Util met1: 6.33%
Final Slew Violations: 0
synthesized area: 1470 um^2
Unique masters post-synth: 37
Die Width: 114 um
final tally of setup violations: 0
first-pass GRT wire length: 5750 um
Vias/cell: 4.03
Fmax achieved: 0.437 GHz
WL final: 3440 um
placed insts: 295
worst hold path class: reg -> reg
clock-pin slew on the worst setup and hold paths: 0.07 ns
placer congestion estimate: 0.854
Fin Setup TNS: 0 ns
cell internal pwr: 0.383 mW
main flop type: dfrtp_1
Crit path buffers/inverters: 2
synthesized flop and latch total: 20
CTS tree: built
GR Overflow Total: 0
synth warn: 1
Non-Filler Instances: 299
Post-CTS Setup Inserts: 0
Die Ht: 114 um
Die ar.: 13000 um^2
layout cells sized above 1: 5.24%
Sw Share: 24.6%
quantity of I/O buffers inserted on ports: 24
H-tree levels: 1
Power Dens Cells: 269 nW/um^2
clk_skew: 0.000803 ns
number of cells in Yosys stat: 164
Most Crowded Layer GR: met2
ys async rst share: 95.0%
Layout fillers: 948
DP Wirelength: 2740 um
met3 usage: 1.22%
Least-Margin Pin Slew: 0.688 ns
endpoints failing hold: 0
sw power: 0.125 mW
Syn Area/Cell: 8.95 um^2
post-layout period usage: 65.3%
Max Buffers Root-to-Sink: 2
CP max FO: 2
crit path cell chain: clkdlybuf4s50_1 > inv_1 > ha_1 > a21oi_1 > a2111oi_0 > a211o_1 > a2111oi_0
WP data required: 3.63 ns
initial DRC count: 69
clk sinks: 20
Tmin final: 2.29 ns
Post-synth EDFFs: 0
critical path type: in -> reg
largest net degree at the start of global routing: 20
Max-slew headroom: 54.1%
RSZ-0062 raised after global routing: false
hold depth: 1
fp_density: 16.9%
AND-OR/OR-AND Cells, Area Fraction: 15.4%
row cnt: 34
Synth Seq Share: 33.8%
XORs/XNORs by Area: 6.56%
Area after DPL: 1830 um^2
Synth area leader: dfrtp_1
Clk pwr share: 34.3%
slowest cell delay on critical path: 0.46 ns
Mapped Cells: 164
Design Power: 0.508 mW
Adder Area Share: 17.1%
Mux cell area share: 0%
number of iterations in the first detailed-routing pass: 4
ANT cells: 0
max-cap violations: 0
initial antenna violation count: 0
comb area leader: simple AND/OR/NAND/NOR gates
Crit. path cell count: 7
GR Util met2: 9.72%
Synth top area share: 32.4%
most frequent CP cell: a2111oi_0
IO Pins: 25
YS chip area: 1470 um^2
Post-route DRC: 0
GRT Total Usage: 5.30%
antenna-violating nets left: 0
Crit path arrival time: 2.41 ns
routing by layer:
layer / wire, um / part of all wire (%)
met1: 1500 / 44
met2: 1820 / 53
met3: 118 / 3.4
met4: 0 / 0
met5: 0 / 0
state kept, by name (all words and copies together) (netlist names):
signal    flops
cnt          18
end_tick      1
wave          1
power by group through the flow:
stage	Combinational [mW]	Clock, mW	Sequential (mW)
CTS	0.0851	0.180	0.250
global route	0.0959	0.190	0.251
finish	0.0842	0.174	0.250
final cells by class:
class / instances / area (um^2) / share of cell area, %
well taps: 108 / 135 / 7.16
multi-input cells: 118 / 863 / 45.8
clock buffers: 4 / 55.1 / 2.92
flip-flops and latches: 20 / 495 / 26.3
repair buffers: 25 / 248 / 13.1
inverters: 24 / 90.1 / 4.77
cells in the final DEF (no fill, tap or decap), types with 3 or more instances in the layout:
master           count
clkdlybuf4s50_1     24
nand4_1              5
nor2_1              15
nand2_1              8
clkbuf_8             4
inv_1               24
xor2_1               8
o31ai_1              3
dfrtp_1             19
xnor2_1              3
a21oi_1             13
and3_1               3
nand3_1              6
o21ai_0              6
ha_1                20
cells by family (layout without fill, tap and decap cells):
group | after synthesis | after routing
AOI/OAI and AO/OA | 34 | 34
adders and majority gates | 20 | 20
buffers and inverters | 26 | 53
xor gates and xnor gates | 11 | 11
and+or+nand+nor | 53 | 53
DFF | 20 | 20
worst reg2reg max path, cell delays in order (launching register included):
cell and delay, ns:
dfrtp_1 0.43, ha_1 0.27, o31ai_1 0.25, nand3_1 0.21
a311o_1 0.60, a21oi_1 0.21
worst paths after layout:
| check | start | to | slack (ns) |
|---|---|---|---|
| worst max-delay path | cyc_duty[3] | wave | 1.21 |
| worst min-delay path | cnt[2] | cnt[2] | 0.53 |
| worst max register to register | cnt[2] | cnt[15] | 1.45 |
| worst min register to register | cnt[2] | cnt[2] | 0.53 |
| max in group asynchronous | rst_n | cnt[14] | 2.52 |
| min in group asynchronous | rst_n | cnt[17] | 0.77 |
through the flow:
step           setup slack, ns  hold slack [ns]
6_report                  1.21            0.529
5_1_grt                   1.13            0.561
4_1_cts                   1.22            0.537
3_5_place_dp             0.965            0.528
3_3_place_gp              1.02            0.520
2_1_floorplan             1.57            0.404
Power is estimated from default activity; no workload was simulated.
